<file path="/design/flow/config.mk">
export PLATFORM = sky130hd
export DESIGN_NAME = ALU
export DESIGN_NICKNAME = ALU
export VERILOG_FILES = /design/flow/design.v
export SDC_FILE = /design/flow/constraint.sdc
export NUM_CORES = 4
export LEC_CHECK = 1
export CORE_UTILIZATION = 30
</file>
<file path="/design/flow/constraint.sdc">
current_design ALU

set clk_period 17.9
set clk_io_pct 0.2

create_clock -name clk0 -period $clk_period

set non_clock_inputs [all_inputs -no_clocks]
set_input_delay [expr $clk_period * $clk_io_pct] -clock clk0 $non_clock_inputs
set_output_delay [expr $clk_period * $clk_io_pct] -clock clk0 [all_outputs]
</file>
<file path="/design/flow/design.v">
`timescale 1ns / 1ps
module ALU(
    input wire [31:0] RD1,
    input wire [31:0] RD2,
    input wire [31:0] imm_ext,
    input wire [3:0] alu_op,
    output reg [31:0] alu_c
    );
    always @(*) begin
        case(alu_op)
            'b0000: alu_c = RD1 + (RD2);
            'b0001: alu_c = RD1-RD2;
            'b0010: alu_c = RD1 & (RD2);
            'b0011 : alu_c = RD1 | (RD2);
            'b0100: alu_c = RD1 ^ (RD2);
            'b0101: alu_c = RD1 << (RD2%32);
            'b0110: alu_c = RD1 >> (RD2%32);
            'b0111: begin
                    alu_c = ( $signed(RD1) ) >>> RD2%32;
            end
            'b1000: alu_c = (RD1==RD2) ? 1 :0;
            'b1001: alu_c = (RD1==RD2) ? 0 :1;
            'b1010: alu_c = (($signed(RD1))<($signed(RD2))) ? 1 :0;
            'b1110: alu_c = (RD1<RD2) ? 1 :0;
            'b1011: alu_c = (($signed(RD1))>=($signed(RD2))) ? 1 :0;
            'b1111: alu_c = (RD1>=RD2) ? 1 :0;
            'b1100: alu_c = imm_ext;
            'b1101: alu_c = (RD1<(RD2)) ? 1 :0;
        endcase
    end
endmodule
</file>
<file path="/design/flow/run.sh">
#!/bin/bash
# OpenROAD 26Q1-2900-gdf79404cd8, Yosys 0.63+post, stock flow scripts
make -C /OpenROAD-flow-scripts/flow DESIGN_CONFIG=/design/flow/config.mk WORK_HOME=/design/flow/orfs finish
</file>
==> impl.org <==
* Implementation run

** STA
- Setup repair after global routing missed its margin :: no
- Across all hold checks on the routed design, the worst slack comes to 8230 ps.
- Number of failing setup endpoints in the final timing report :: 0
- Final total negative setup slack :: 0 ps
- OpenROAD reports that the post-layout worst path occupies 66.4% of the period.
- Worst slew margin :: 29.5%
- Measured slew at the worst slew-check pin :: 1050 ps
- The final max-slew violation count recorded for this run is 0.
- The final timing report derives a shortest allowable period of 11,880 ps.
- For this run, the top clock speed supported by timing is 84.2 MHz.
- Final hold violation count :: 0

** Routing
- DRT iter0 DRCs :: 1,244
- DRC errors left :: 0
- Diode count :: 0
- The pre-antenna-repair detailed-routing pass consisted of 6 iterations.
- For this block, the routed nets add up to 45,800 um of wire.
- Count of antenna-violating nets left after detailed routing :: 0
- Routed vias :: 11,300
- Via density per instance :: 6.41
- Final routed wire length divided by cell count :: 25.9 um

** Synthesis
- A synthesized cell averages 7.16 sq um.
- Adder-Cell Fraction of Synth Area :: 13.3%
- Number of warnings reported in the yosys synthesis log :: 1
- Distinct lib cells :: 88
- Post-synthesis share of cell area spent on xor and xnor gates :: 0.735%
- Yosys shows that the main logic family after synthesis is AND-OR/OR-AND gates.
- Post-synth design cell area :: 0.00953 sq mm
- Sequential fraction of the synthesis area :: 0%
- Top cells by area in the synthesized netlist :: ha_1, mux4_2, a21oi_1, mux4_1, nor2_1
- After technology mapping, the gate count stands at 1,330.
- Top cells by count, synth :: nor2_1, nand2_1, a21oi_1
- The stat command in Yosys gives a chip area of 0.00953 sq mm.
- The synthesis stats list as the most numerous cell nor2_1.
- Area share of the leading cell type in the synthesized netlist :: 12.7%
- In the Yosys report the total cell count is 1,330.
- Per the synthesis report, the AND-OR/OR-AND share of the synthesized area is 35.7%.
- Proportion of synthesized area in mux cells :: 22.2%
- Of the total synthesized cell area, the portion taken by AND, OR, NAND and NOR gates is 18.4%.
- The synthesized design spends more area on one cell type than any other, namely ha_1.

** Worst setup path
- Broken down by cell family, the worst path's largest delay share belongs to AND-OR/OR-AND gates.
- Looking at the critical path, the single cell with the biggest stage delay is nor4_1.
- In this design, the stage delay of the slowest critical-path cell is 950 ps.
- Data arrival time at the worst-slack endpoint :: 8300 ps
- The critical path in this run is classified as in2out.
- Critical Path Start Type :: primary input
- Critical Path, Cell by Cell :: clkdlybuf4s50_1, inv_1, ha_1, nor4_1, nand2_1, a31oi_1, o21a_1, o21ai_1, o41a_1, o211a_1, o21a_1, o32ai_1, clkdlybuf4s50_1
- STA classifies the critical path endpoint as an output pin.
- Top fanout value on the critical path :: 12
- Buffers and inverters on the worst path :: 3
- At the worst endpoint, the required time is 14,320 ps.

** Clock network
- The report puts the hold buffer count at CTS at 0.
- Number of setup buffers added after CTS :: 0
- Post-cts repair resize count :: 0

** Global routing
- Global routing's busiest layer :: met2
- Number of global-route vias before repair :: 10,400
- Total global-route track usage :: 28.1%
- Total grt overflow :: 0
- The first global-routing pass estimated 68,500 um of wire.
- GRT met1 Usage :: 40.3%
- In the global route stage, met2 resource usage came out at 44.4%.
- Met3 Resource Use GR :: 3.46%
- Initial antenna violation count :: 0
- Largest net degree at the start of global routing :: 64

** Flow run
- The stage logs contain a warning count of 97.
- Max-cap violations in this run came to 0.

** Pwr
- The analysis reports a worst IR drop on VDD of 0.0161 mV.
- Power per Cell Area :: 31.3 mW/mm^2
- The power report puts the leakage power at 0.00441 uW.
- Power after layout :: 345 uW

** Run status
- The run finished with clean final reports.

** Finish
- Clk_buf instances :: 0
- Across the whole layout, storage elements account for 0 sq um.
- Total of fill cells in the finished design :: 3,324
- Number of flip-flops and latches :: 0
- Relative to the synthesized area, the layout overhead comes to 15.7%.
- The post-route netlist has 8.03% of its cells at a drive strength greater than 1.

** Hold path
- STA reports the tightest min-delay check as being of type in2out.

** Die
- Die height :: 180 um
- Per the OpenROAD floorplan log, the area of the die is 0.0325 sq mm.
- Horiz. Die Dim :: 180 um
- In this run the count of I/O pins placed on the die edge is 132.
- The floorplan has 64 rows.
- Before placement the cells fill 30.8% of the core.
- The floorplan step defined a core boundary enclosing 0.0309 sq mm.

** Placed design
- After its last routability iteration, the placer logged a weighted congestion of 1.03.
- Port buffering added 132 buffers.
- Detailed Place HPWL :: 35,400 um
## area by class of cell
| class | count | area, sq um | area share (%) |
|---|---|---|---|
| multi-input cells | 1107 | 8640 | 78.3 |
| repair buffers | 157 | 1490 | 13.5 |
| well taps | 396 | 495 | 4.49 |
| inverters | 106 | 398 | 3.61 |
## where the power goes
group          switching (uW)  internal [uW]
Clock                       0              0
Sequential                  0              0
Combinational             201            144
Total                     201            144
## layer usage
metal | vias up | part of all wire [%]
li1 | 5169 | -
met1 | 5438 | 43
met2 | 622 | 45
met3 | 94 | 7.7
met4 | 0 | 3.9
met5 | - | 0
## logic make-up after synthesis
kind of cell | after synthesis
compound gates | 497
xor+xnor | 8
fa+ha+maj | 100
buf+inv | 223
mux | 122
simple gates | 380
## per-stage QoR
step           std cells  util [%]  worst slack (ps)  instance area (sq um)
3_5_place_dp        1766      35.7              6140                  11000
2_1_floorplan       1330         -              7270                   9530
5_1_grt             1766      35.7              5760                  11000
3_3_place_gp        1766      35.7              6180                  11000
6_report            1766      35.7              6020                  11000
4_1_cts             1766      35.7              6130                  11000
## placed cells by master (no fill, tap or decap), types with 24 or more instances in the layout
cell type / instances
a211oi_1: 25
a21oi_1: 107
a221oi_1: 24
buf_4: 27
clkdlybuf4s50_1: 128
ha_1: 97
inv_1: 104
mux2i_1: 40
mux4_2: 45
nand2_1: 108
nand3_1: 24
nor2_1: 131
nor3_1: 32
o21ai_0: 95
## final timing paths
path / slack [ps] / startpoint / end / cells after the start
worst min-delay path: 8230 / imm_ext[7] / alu_c[7] / 4
worst max-delay path: 6020 / RD1[8] / alu_c[30] / 13
Power is estimated from default activity; no workload was simulated.
